### run.sh
#!/bin/bash
# OpenROAD 26Q1-2900-gdf79404cd8, Yosys 0.63+post, stock flow scripts
make -C /OpenROAD-flow-scripts/flow DESIGN_CONFIG=/design/flow/config.mk WORK_HOME=/design/flow/orfs finish
### config.mk
export PLATFORM = sky130hd
export DESIGN_NAME = SRAM
export DESIGN_NICKNAME = SRAM
export VERILOG_FILES = /design/flow/design.v
export SDC_FILE = /design/flow/constraint.sdc
export NUM_CORES = 4
export LEC_CHECK = 1
export CORE_AREA = 10 10 70 70
export DIE_AREA = 0 0 80 80
### constraint.sdc
current_design SRAM

set clk_period 1.2
set clk_io_pct 0.2

create_clock -name clk0 -period $clk_period [get_ports {clk}]

set non_clock_inputs [all_inputs -no_clocks]
set_input_delay [expr $clk_period * $clk_io_pct] -clock clk0 $non_clock_inputs
set_output_delay [expr $clk_period * $clk_io_pct] -clock clk0 [all_outputs]
### design.v
module SRAM(read, write, clk, reset, latch, dataEnable, csBar, oeBar, weBar);
	input read, write, clk, reset;
	output reg latch, dataEnable, csBar, oeBar, weBar;
	reg [1:0] currState;
	reg [1:0] readState;
	always @(posedge clk) begin
		if (reset) begin
			currState <= 0;
			readState <= 0;
			latch <= 0;
			csBar <= 1;
			oeBar <= 1;
			weBar <= 1;
			dataEnable <= 0; 
		end
		case(readState)
			0: begin
				latch <= 0;
				csBar <= 1;
				oeBar <= 1;
				weBar <= 1;
				dataEnable <= 0;
				if (read & ~write) begin
					readState <= 1;
					currState <= 0;
				end
				else if (write & ~read) begin
					readState <= 2;
					currState <= 0;
				end
			end
			1: begin
				case(currState)
					0: begin
						weBar <= 1;
						csBar <= 1;
						oeBar <= 1;
						latch <= 0;
						dataEnable <= 0;
						currState <= 1;
					end
					1: begin
						csBar <= 0;
						latch <= 1;
						currState <= 2;
					end
					2: begin
						oeBar <= 0;
						dataEnable <= 1;
						currState <= 0;
					end 
					default: begin
						currState <= 0;
					end 
				endcase	
			end
			2: begin
				case(currState)
					0: begin
						oeBar <= 1;
						csBar <= 1;
						latch <= 0;
						weBar <= 1;
						dataEnable <= 0;
						currState <= 1;
					end
					1: begin
						csBar <= 0;
						latch <= 1;
						currState <= 2;
					end
					2: begin
						weBar <= 0;
						currState <= 0;
					end 
					default: begin
						currState <= 0;
					end 
				endcase
			end
			default: begin
				readState <= 0;
				currState <= 0;
				latch <= 0;
				csBar <= 1;
				oeBar <= 1;
				weBar <= 1;
				dataEnable <= 0; 
			end
		endcase	
	end
endmodule
==> impl_metrics.tcl <==
# place-and-route summary
set metrics [dict create \
    core_area_um2 3420 \
    grt-ovfl-total 0 \
    ys_cells 52 \
    dp_hpwl_um 846 \
    crit_start "readState[1]$_DFF_P_" \
    grt_usage_pct 3.44 \
    violations "negative setup slack" \
    die_x_um 80 \
    tns_ps -143 \
    drt_wl_total_um 1080 \
    critPathBufInv 1 \
    clkSlewWorstSetupHoldPaths_ps 70 \
    slew_headroom_pct 80.4 \
    max_stage_delay_ps 360 \
    vdd_drop_max_mv 0.569 \
    n_antenna_cell 0 \
    setup_viol 5 \
    hold_start "latch$_SDFFE_PP0P_" \
    num_rows 21 \
    cts_tree "done" \
    antenna_found_initial 0 \
    fp-utilization_pct 14.8 \
    root_buffer "clkbuf_4" \
    finalNonFillerCells 119 \
    worstSetupEndpointType "register" \
    p_leak_uw 0.000314 \
    synth.distinct_cells 22 \
    grt_pass1_vias 452 \
    io_buffers 8 \
    critical_path_class "reg -> reg" \
    worstPathRequired_ps 1360 \
    grt_pass1_wl_um 1880 \
    hold_violations 0 \
    drtPass1Iterations 2 \
    grt_max_degree 7 \
    status "finished, violations left" \
    cts-htree-levels 1 \
    fin_skew_ps 3.48 \
    cp-start-kind "register" \
    netlist_area_um2 507 \
    syn_avg_cell_area_um2 9.74 \
    gp_routability_congestion 0.769 \
    dp_cells 111 \
    ys_seq_share_pct 39.5 \
    yosysWarnings 1 \
    lay_top_count "buf_4" \
    die_area_um2 6400 \
    p_total_uw 1430 \
    worst_pin_slew_ps 292 \
    crit_fanout 5 \
    layout-drive-gt1-share_pct 43.8 \
    cp_top_family "flip-flops" \
    wire_per_inst_um 9.06 \
    viasPerCell 3.66 \
    dieHeight_um 80 \
    crit_slowest_cell "dfxtp_2" \
    io_pins 9 \
    num_vias 436 \
    ctsLongestPathBuffers 2 \
    cts_buffers 3 \
    drt-initial-drc-count 17 \
    drc 0 \
    syn_inst 52 \
    clock_sinks 10 \
    rsz0062_at_grt "true" \
    insertion_delay_ps 270 \
    warning_count 32 \
    worstPathCellList "inv_4 > ha_4 > and2b_2 > a21oi_2 > a2111oi_2" \
    area_growth_pct 54.3 \
    min_period_ps 1250 \
    period_used_pct 104 \
    fmax_mhz 802 \
    postCtsHoldBufs 0 \
    slew_violations 0 \
    worstHoldPathType "reg -> reg" \
    hold_slack_ps 458 \
    worstPathArrival_ps 1410 \
    max_cap_viol_count 0 \
    timing.final.ws_setup_ps -47.1 \
    power.density_nw_per_um2 1830 \
    ant_nets 0 \
    mostFrequentLayoutCells "buf_4 (10), dfxtp_2 (7), dlygate4sd2_1 (5)" \
    r2r_start "readState[1]$_DFF_P_" \
    ys_chip_area_um2 507 \
    synth-seq-cells 10 \
]
==> sequential cells by signal, indices dropped and copies added, names as in the netlist <==
name,flops
weBar,1
dataEnable,1
latch,1
currState,3
oeBar,1
csBar,1
readState,2
==> where the power goes <==
part	leakage (uW)	switching (uW)	total, uW	internal (uW)
sequential	0.0000831	68.1	523	455
combinational	0.000210	249	604	355
clock	0.0000210	122	306	184
total	0.000314	439	1430	994
==> Yosys cell counts <==
library cell / n / area, um^2
a21oi_1: 3 / 15.0
buf_4: 1 / 7.51
o211ai_1: 2 / 15.0
inv_1: 5 / 18.8
nand2b_2: 1 / 8.76
nor2b_2: 1 / 8.76
o21ai_0: 3 / 15.0
nor2_1: 1 / 3.75
nor4_2: 1 / 12.5
nor2b_1: 2 / 12.5
nand2_1: 3 / 11.3
nand3_1: 1 / 5.00
a221oi_1: 1 / 8.76
dfxtp_1: 10 / 200
a22o_1: 2 / 17.5
o32a_1: 2 / 20.0
and2b_2: 1 / 8.76
o21a_1: 2 / 15.0
nand2b_1: 2 / 12.5
and2_1: 2 / 12.5
ha_1: 5 / 62.6
a2111oi_2: 1 / 15.0
==> cell families (layout without fill, tap and decap cells) <==
family	count (synthesis)	in the layout	synth area share (%)
AND-OR/OR-AND	16	16	23.9
adder cells (fa/ha/maj)	5	5	12.3
buffers and inverters	6	27	5.19
flip-flops	10	10	39.5
AND/OR/NAND/NOR	15	15	19.0
==> metal layers <==
layer,track usage [%],up-vias,part of all wire (%)
met5,0,-,0
met4,1.06,0,3.2
met3,1.59,2,9.0
met2,3.93,13,33
met1,5.31,194,54
li1,-,227,-
==> tightest hold or removal path, delay by kind of cell, from the launching register on <==
family | cells | cell delay [ps]
DFF | 1 | 310
AOI/OAI and AO/OA | 1 | 60
buffers and inverters | 1 | 50
==> final timing paths <==
kind	slack, ps	cells past startpoint	end
max	-50	5	readState[1]$_DFF_P_
min	460	2	latch$_SDFFE_PP0P_
max reg2reg	-50	5	readState[1]$_DFF_P_
min reg2reg	460	2	latch$_SDFFE_PP0P_
==> per-stage QoR <==
stage / utilization, % / instance area [um^2] / worst slack [ps]
finish: 22.9 / 782 / -47.1
global route: 22.9 / 782 / -104
CTS: 22.7 / 774 / -58.5
detailed placement: 20.7 / 706 / -191
global placement: 20.7 / 706 / -196
floorplan: - / 534 / -85.0
==> what timing repair did <==
action / 4_1_cts / 5_1_grt
endpoints found under the setup margin: 9 / 9
setup buffers: 4 / 0
hold endpoints to repair: 0 / 0
pin swaps: 0 / 1
resized: 11 / 3
==> final cells by class <==
class | instances | area (um^2)
clock buffers | 4 | 36.3
fillers | 373 | 2630
inverters | 5 | 21.3
multi-input cells | 36 | 309
flip-flops and latches | 10 | 209
well taps | 46 | 57.6
repair buffers | 18 | 149
Power and IR drop assume default switching activity.
